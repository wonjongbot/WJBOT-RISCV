File: ./run.sh
#!/bin/bash
# OpenROAD 26Q1-2900-gdf79404cd8, Yosys 0.63+post, stock flow scripts
make -C /OpenROAD-flow-scripts/flow DESIGN_CONFIG=/design/flow/config.mk WORK_HOME=/design/flow/orfs finish
File: ./design.v
package wjbot_riscv;
  typedef enum logic[6:0] { r_type_op     = 7'b0110011,
                            i_type_alu_op = 7'b0010011,
                            lw_op         = 7'b0000011,
                            sw_op         = 7'b0100011,
                            beq_op        = 7'b1100011,
                            jal_op        = 7'b1101111 } opcodetype_t;
  string proj_root = "/home/wonjongbot/WJBOT-RISCV/";
endpackage
module alu_decoder(input  logic [1:0] ALUOp,
                  input  logic [2:0] funct3,
                  input  logic op_5, funct7_5,
                  output logic [2:0] ALUControl);
  always_comb begin : decoderlogic
ALUControl = 3'bxxx;
    case (ALUOp)
      2'b00: ALUControl = 3'b000;
      2'b01: ALUControl = 3'b001;
      2'b10: begin
        case (funct3)
          3'b000:
            case ({op_5, funct7_5})
              2'b00,
              2'b01,
              2'b10: ALUControl = 3'b000;
              2'b11: ALUControl = 3'b001;
              default: ;
            endcase
          3'b010: ALUControl = 3'b101;
          3'b110: ALUControl = 3'b011;
          3'b111: ALUControl = 3'b010;
          default: ;
        endcase
      end
      default: ;
    endcase
  end
endmodule
import wjbot_riscv::opcodetype_t;
module control_unit(input  logic       clk,
                    input  logic       reset,
                    input  opcodetype_t  op,
                    input  logic [2:0] funct3,
                    input  logic       funct7b5,
                    input  logic       Zero,
                    output logic [1:0] ImmSrc,
                    output logic [1:0] ALUSrcA, ALUSrcB,
                    output logic [1:0] ResultSrc,
                    output logic       AdrSrc,
                    output logic [2:0] ALUControl,
                    output logic       IRWrite, PCWrite,
                    output logic       RegWrite, MemWrite);
  logic Branch, PCUpdate;
  logic [1:0] ALUOp;
  control_unit_fsm main_fsm(.op(op),  .clk(clk),  .reset(reset),
                            .Branch(Branch),      .PCUpdate(PCUpdate),
                            .RegWrite(RegWrite),  .MemWrite(MemWrite),
                            .IRWrite(IRWrite),    .ResultSrc(ResultSrc),
                            .ALUSrcA(ALUSrcA),    .ALUSrcB(ALUSrcB),
                            .AdrSrc(AdrSrc),      .ALUOp(ALUOp));
  assign PCWrite = (Zero & Branch) | PCUpdate;
  alu_decoder aludec( .ALUOp(ALUOp), .op_5(op[5]),
                      .funct3(funct3), .funct7_5(funct7b5),
                      .ALUControl(ALUControl));
  instr_decoder instrdec( .op(op), .ImmSrc(ImmSrc));
endmodule
import wjbot_riscv::opcodetype_t;
module control_unit_fsm ( input logic clk,
                          input logic reset,
                          input opcodetype_t op,
                          output logic Branch,
                          output logic PCUpdate,
                          output logic RegWrite,
                          output logic MemWrite,
                          output logic IRWrite,
                          output logic [1:0] ResultSrc,
                          output logic [1:0] ALUSrcA,
                          output logic [1:0] ALUSrcB,
                          output logic AdrSrc,
                          output logic [1:0] ALUOp
                          );
  typedef enum logic [3:0] {S0, S1, S2, S3, S4, S5, S6, S7, S8, S9, S10} statetype_t;
  statetype_t state, nextstate;
  always_ff @(posedge clk, posedge reset) begin
    if (reset) state <= S0;
    else      state <= nextstate;
  end
  always_comb begin
    nextstate = state;
    case (state)
      S0: nextstate = S1;
      S1: begin
        case (op)
          wjbot_riscv::lw_op,
          wjbot_riscv::sw_op:          nextstate = S2;
          wjbot_riscv::r_type_op:      nextstate = S6;
          wjbot_riscv::i_type_alu_op:  nextstate = S8;
          wjbot_riscv::jal_op:         nextstate = S9;
          wjbot_riscv::beq_op:         nextstate = S10;
          default: ;
        endcase
      end
      S2:
        case (op)
          wjbot_riscv::lw_op:  nextstate = S3;
          wjbot_riscv::sw_op:  nextstate = S5;
          default: ;
        endcase
      S3: nextstate = S4;
      S4: nextstate = S0;
      S5: nextstate = S0;
      S6: nextstate = S7;
      S7: nextstate = S0;
      S8: nextstate = S7;
      S9: nextstate = S7;
      S10: nextstate = S0;
      default: ;
    endcase
  end
  always_comb begin
    Branch = 1'b0;
    PCUpdate = 1'b0;
    RegWrite = 1'b0;
    MemWrite = 1'b0;
    IRWrite = 1'b0;
    ResultSrc = 2'b00;
    ALUSrcA = 2'b00;
    ALUSrcB = 2'b00;
    AdrSrc = 1'b0;
    ALUOp = 1'b0;
    case (state)
      S0: begin
        AdrSrc = 1'b0;
        IRWrite = 1'b1;
        ALUSrcA = 2'b00;
        ALUSrcB = 2'b10;
        ALUOp = 2'b00;
        ResultSrc = 2'b10;
        PCUpdate = 1'b1;
      end
      S1: begin
        ALUSrcA = 2'b01;
        ALUSrcB = 2'b01;
        ALUOp = 2'b0;
      end
      S2: begin
        ALUSrcA = 2'b10;
        ALUSrcB = 2'b01;
        ALUOp = 2'b00;
      end
      S3: begin
        ResultSrc = 2'b00;
        AdrSrc = 1'b1;
      end
      S4: begin
        ResultSrc = 2'b01;
        RegWrite = 1'b1;
      end
      S5: begin
        ResultSrc = 2'b00;
        AdrSrc = 1'b1;
        MemWrite = 1'b1;
      end
      S6: begin
        ALUSrcA = 2'b10;
        ALUSrcB = 2'b00;
        ALUOp = 2'b10;
      end
      S7: begin
        ResultSrc = 2'b00;
        RegWrite = 1'b1;
      end
      S8: begin
        ALUSrcA = 2'b10;
        ALUSrcB = 2'b01;
        ALUOp = 2'b10;
      end
      S9: begin
        ALUSrcA = 2'b01;
        ALUSrcB = 2'b10;
        ALUOp = 2'b00;
        ResultSrc = 2'b00;
        PCUpdate = 1'b1;
      end
      S10: begin
        ALUSrcA = 2'b10;
        ALUSrcB = 2'b00;
        ALUOp = 2'b01;
        ResultSrc = 2'b00;
        Branch = 1'b1;
      end
      default: ;
    endcase
  end
endmodule
import wjbot_riscv::opcodetype_t;
module instr_decoder( input opcodetype_t op,
                      output logic [1:0] ImmSrc);
  always_comb begin
    ImmSrc = 2'bxx;
    case (op)
      wjbot_riscv::lw_op:          ImmSrc = 2'b00;
      wjbot_riscv::sw_op:          ImmSrc = 2'b01;
      wjbot_riscv::r_type_op:      ImmSrc = 2'b00;
      wjbot_riscv::beq_op:         ImmSrc = 2'b10;
      wjbot_riscv::i_type_alu_op:  ImmSrc = 2'b00;
      wjbot_riscv::jal_op:         ImmSrc = 2'b11;
      default: ;
    endcase
  end
endmodule
File: ./constraint.sdc
current_design control_unit

set clk_period 1.9
set clk_io_pct 0.2

create_clock -name clk0 -period $clk_period [get_ports {clk}]

set non_clock_inputs [all_inputs -no_clocks]
set_input_delay [expr $clk_period * $clk_io_pct] -clock clk0 $non_clock_inputs
set_output_delay [expr $clk_period * $clk_io_pct] -clock clk0 [all_outputs]
File: ./config.mk
export PLATFORM = sky130hd
export DESIGN_NAME = control_unit
export DESIGN_NICKNAME = control_unit
export VERILOG_FILES = /design/flow/design.v
export SDC_FILE = /design/flow/constraint.sdc
export NUM_CORES = 4
export LEC_CHECK = 1
export CORE_AREA = 10 10 70 70
export DIE_AREA = 0 0 80 80
export SYNTH_HDL_FRONTEND = slang
==> flow_metrics.py <==
# Physical implementation metrics
metrics = {
    "clock_network": {
        "cts_made_buffers": 3,
        "hold_buffers": 0,
        "cts_htree_levels": 1,
        "tritoncts_clock_tree": "done",
        "maximum_buffer_depth_of_the_clock_tree": 2,
        "cts_root_buf": "sky130_fd_sc_hd__clkbuf_4",
        "cts.reportedPaths.clkPinSlew_ns": 0.06,
        "clock_sinks": 11,
        "worst_skew_pair.late_latency_ns": 0.26,
    },
    "synthesis": {
        "warnings_synthesis": 0,
        "synth_flops": 11,
        "edf_count": 0,
        "synth.top_cell.area_share": 0.403,
        "postSynthSeqShare": 0.446,
        "synthesis.area_sq_um": 621,
        "post_synth_num_cell_types": 28,
        "yosysChipArea_sq_um": 621,
        "post_synth.cell_area_avg_sq_um": 9.70,
        "area_leaders": "sky130_fd_sc_hd__dfrtp_1 (40%), sky130_fd_sc_hd__or2_2 (5.0%), sky130_fd_sc_hd__nor2_1 (4.8%)",
        "post_synth_inst_count": 64,
        "yosys_most_used_dff": "sky130_fd_sc_hd__dfrtp_1",
        "number_of_standard_cells_reported_by_yosys": 64,
        "synth_async_sr_flop_share": 1.00,
        "yosysTopAreaCell": "sky130_fd_sc_hd__dfrtp_1",
    },
    "min_path": {
        "hold_path_end": "main_fsm.state[2]",
        "hold_path_depth": 0,
        "hp-class": "flip-flop to flip-flop",
        "worst_hold_path_startpoint": "main_fsm.state[9]",
    },
    "critical_path": {
        "critPathCaptureType": "output pin",
        "cp_slowest_cell": "sky130_fd_sc_hd__dfrtp_1",
        "crit_chain": "or2_4 -> buf_6 -> ha_4 -> nand2_4 -> o21ba_4 -> a21oi_1 -> buf_2",
        "critical_path.max_stage_delay_ns": 0.37,
        "reg2reg_to": "main_fsm.state[0]",
        "r2r.worst_path.cells": 2,
        "path_class": "flip-flop to output pin",
        "worstSetupStartpointType": "flip-flop",
        "critPathArrivalTime_ns": 1.52,
        "worstPathMaxFanout": 3,
        "reg2reg_slack_ns": 0.84,
        "cpLargestDelayFamily": "flip-flops",
        "crit_required_ns": 1.52,
        "worstReg2RegStart": "main_fsm.state[2]",
        "cp_num_buf_inv": 2,
    },
    "detailed_routing": {
        "postRouteWirelength_microns": 1700,
        "m1WireLength_microns": 768,
        "drc": 0,
        "met2WireLength_microns": 689,
        "num_antenna_cells": 0,
        "dr_wl_met3_microns": 204,
        "route.top_layer_used": "met4",
        "via_per_inst": 3.88,
        "wl_per_cell_microns": 10.7,
        "drt_pass1_iterations": 4,
        "antenna_left": 0,
        "vias": 617,
        "detailedRoute.firstIterationViolations": 25,
    },
    "finish": {
        "sequential_cell_area_sq_um": 278,
        "area.combinational_sq_um": 384,
        "finalCoreUtilization": 0.341,
        "fin_cells": 159,
        "fill_cells": 364,
        "final_layout_top_logic_cells": "sky130_fd_sc_hd__clkdlybuf4s50_1 (19), sky130_fd_sc_hd__buf_4 (16), sky130_fd_sc_hd__dfrtp_1 (9)",
        "syn_to_final_growth_pct": 87.7,
        "largest_register_ffs": 10,
        "largest_register": "main_fsm.state",
        "biggestRegsByFlops": "main_fsm.state x10",
        "drive_above_1_share": 0.407,
        "lay_top_count": "sky130_fd_sc_hd__clkdlybuf4s50_1",
    },
    "place": {
        "post-dp-hpwl_microns": 1370,
        "place.port_buffers": 29,
        "numPlacedInstances": 148,
        "gp_congestion": 0.709,
        "dpl_worst_slack_ns": -0.248,
    },
    "run": {
        "openroad_warning_count": 28,
        "max_cap_viol_count": 0,
    },
    "pwr": {
        "worst_ir_drop_vdd_mv": 0.189,
        "p_leak_nw": 0.552,
        "power_density_nw_per_um2": 498,
    },
    "run_status": {
        "result_of_the_run": "completed",
    },
    "grt": {
        "first_global_vias": 636,
        "maximum_number_of_pins_on_one_net_before_global_route_repair": 12,
        "overall_routing_resource_usage": 0.0531,
        "globalRouteOverflowTotal": 0,
        "grt_first_pass_wirelength_microns": 2830,
        "grt_antenna_before_repair": 0,
    },
    "final_timing": {
        "fin_skew_ns": 0.00286,
        "finalMaxSlewViolations": 0,
        "worst_slew_margin_rel": 0.741,
        "timing.hold.ws_ns": 0.375,
        "layout_setup_ws_ns": 0.000570,
        "setup_tns_ns": 0,
        "fin_crit_ns": 1.90,
        "worst_slew_pin_slew_ns": 0.388,
        "hold_violations": 0,
        "clock.fmax_ghz": 0.526,
        "setup_repair_after_global_routing_missed_its_margin": "true",
        "finalSetupViolations": 0,
        "finalClockPeriodUsage": 1.00,
    },
    "floorplanning": {
        "die_area_sq_um": 6400,
        "boundaryPins": 30,
        "fraction_of_the_core_area_occupied_by_cells_at_floorplan": 0.182,
        "core_area_sq_um": 3420,
        "floorplan.die.width_microns": 80,
        "rows": 21,
        "die_y_microns": 80,
    },
}
-- where the power goes --
group          switching (mW)  internal (mW)  total, mW
clock                  0.0714         0.0812      0.153
combinational          0.0465          0.108      0.155
sequential             0.0228          0.250      0.273
-- kinds of logic after synthesis --
logic type               synth area share
AND-OR/OR-AND                      0.0625
XOR/XNOR                           0.0141
adder cells (fa/ha/maj)            0.0403
buffers and inverters              0.0302
flip-flops                          0.446
multiplexers                       0.0242
AND/OR/NAND/NOR                     0.383
-- final cells by class --
cell class | instances | area share
clock buffers | 4 | 0.0226
inverters | 3 | 0.00967
multi-input cells | 48 | 0.330
flip-flops and latches | 11 | 0.238
well taps | 46 | 0.0494
repair buffers | 47 | 0.350
-- what timing repair did --
action                                  4_1_cts  5_1_grt
setup buffers                                 5        2
gates resized                                27        9
pin swaps                                     6        5
cloned                                        0        0
endpoints found under the setup margin        8        7
-- stage by stage --
step	power, mW	cell area, sq um
4_1_cts	0.586	1120
5_1_grt	0.621	1160
6_report	0.580	1160
3_3_place_gp	0.439	1040
2_1_floorplan	0.323	621
3_5_place_dp	0.440	1040
-- per-layer routing --
metal  up-vias  GRT usage
met3         2     0.0239
met4         0     0.0123
li1        316          -
met1       268     0.0738
met5         -          0
met2        31     0.0730
-- synth_stat cells (all sizes together), types with 2 or more instances --
master and count:
nor3 2, dfrtp 10, clkbuf 2, ha 2, or2 5, inv 3, nand3 4, nand2b 2
nand2 6, or3 4, o21ai 2, nor2 8
-- worst reg2reg max path: cells and delay by family (launching register included) --
family	cells	cell delay, ns
simple gates	2	0.61
flops	1	0.38
-- worst max path at each step --
stage / endpoint / slack (ns) / depth (start not counted) / start
CTS: ALUControl[0] / -0.02 / 7 / main_fsm.state[1]
global route: ALUControl[0] / -0.08 / 7 / main_fsm.state[5]
finish: ALUControl[0] / 0.0006 / 7 / main_fsm.state[5]
Power and IR drop assume default switching activity.
